`/design/flow/config.mk`:
```
export PLATFORM = sky130hd
export DESIGN_NAME = mux_8to1_32bit
export DESIGN_NICKNAME = mux_8to1_32bit
export VERILOG_FILES = /design/flow/design.v
export SDC_FILE = /design/flow/constraint.sdc
export NUM_CORES = 4
export LEC_CHECK = 1
export CORE_AREA = 10 10 120 120
export DIE_AREA = 0 0 130 130
```
`/design/flow/constraint.sdc`:
```
current_design mux_8to1_32bit

set clk_period 5.8
set clk_io_pct 0.2

create_clock -name clk0 -period $clk_period

set non_clock_inputs [all_inputs -no_clocks]
set_input_delay [expr $clk_period * $clk_io_pct] -clock clk0 $non_clock_inputs
set_output_delay [expr $clk_period * $clk_io_pct] -clock clk0 [all_outputs]
```
`/design/flow/design.v`:
```
module  mux_8to1_32bit 
		(In0, In1, In2, In3, In4, In5, In6, In7,
		Select,
		Out
		);
input 	[31:0]	In0, In1, In2, In3, In4, In5, In6, In7;
input	[2:0]	Select;
output 	[31:0]	Out;
reg 	[31:0] 	Out;
always @ (In0 or In1 or In2 or In3 or In4 or In5 or In6 or In7 or Select)
	casez (Select)
		3'b000:  Out = In0;
		3'b001:  Out = In1;
		3'b010:  Out = In2;
		3'b011:  Out = In3;
		3'b100:  Out = In4;
		3'b101:  Out = In5;
		3'b110:  Out = In6;
		3'b111:  Out = In7;
		default: Out = 32'bx;
	endcase
endmodule  
```
`/design/flow/run.sh`:
```
#!/bin/bash
# OpenROAD 26Q1-2900-gdf79404cd8, Yosys 0.63+post, stock flow scripts
make -C /OpenROAD-flow-scripts/flow DESIGN_CONFIG=/design/flow/config.mk WORK_HOME=/design/flow/orfs finish
```
==> summary.rpt <==
=== SYNTHESIS / PLACE & ROUTE SUMMARY ===
----------------------------------------------------
[Pwr]
  Pleak ........................ 1.85 nW
  Overall Power ........................ 0.373 mW
  Largest voltage drop on the vdd net ........................ 0.0000272 V
  Pwr Density ........................ 72.3 nW/µm²

[Layout]
  # clk buffers ........................ 0
  Final Util ........................ 43.3%
  Sequential cells ........................ 0
  Layout Area Growth over Synthesis ........................ 130%
  Fillers ........................ 1208
  Commonest cells after routing, fill and taps aside ........................ sky130_fd_sc_hd__clkdlybuf4s50_1, sky130_fd_sc_hd__a22oi_1, sky130_fd_sc_hd__nand2b_1
  Share of cells above drive strength 1 ........................ 12.2%
  Most frequent logic cell in the layout ........................ sky130_fd_sc_hd__clkdlybuf4s50_1
  Sequential Area ........................ 0 µm²

[Clock tree]
  Post CTS Setup Buffer Count ........................ 0
  PostCTS Resize Cnt ........................ 0
  Post-cts hold-fix buffer tally ........................ 0

[STA]
  Max-slew violation count ........................ 0
  Max_slew headroom ........................ 48.7%
  RSZ-0062 raised after global routing ........................ false
  Number of hold-slack violations in the final timing report ........................ 0
  Timing-limited maximum frequency ........................ 220 MHz
  Final setup TNS ........................ 0 ps
  Setup-violating endpoint count in the final report ........................ 0
  Worst-case hold slack ........................ 3230 ps
  Actual slew at the worst max-slew pin ........................ 769 ps
  Final critical path time including I/O delays and setup ........................ 4540 ps
  Period Utilization, post-route ........................ 78.3%

[Critical path]
  Largest stage delay on the critical path ........................ 620 ps
  Element type at the critical path start ........................ input port
  Crit. End Element ........................ output port
  Gate family responsible for the most delay along the worst path ........................ buffers and inverters
  Max FO, Critical Path ........................ 56
  Path type of the worst setup path ........................ in -> out
  Arrival time of data at the critical path endpoint ........................ 3380 ps
  Start point of the critical path ........................ Select[1]
  Most Frequent Cell on Critical Path ........................ sky130_fd_sc_hd__buf_4
  Cell-by-cell listing of the critical path ........................ buf_4 > and3b_1 > buf_4 > a22oi_1 > a31oi_1 > clkdlybuf4s50_1
  Total buffers and inverters traversed by the critical path ........................ 3
  Required arrival time at the worst endpoint ........................ 4640 ps
  Standard cell with the maximum stage delay on the critical path ........................ sky130_fd_sc_hd__and3b_1

[Logic synthesis]
  # Cells Yosys ........................ 306
  YS warnings ........................ 1
  Post-synthesis average cell area ........................ 7.34 µm²
  Cell count after synthesis ........................ 306
  Synthesized chip area reported by yosys ........................ 2240 µm²
  Sequential fraction of the synthesis area ........................ 0%
  Library cells used by synthesis ........................ 29
  Total standard cell area after synthesis ........................ 2240 µm²

[Floorplanning]
  Num ports ........................ 291
  Standard-cell rows ........................ 40
  Initial cell density of the core ........................ 18.8%
  Die extent in x ........................ 130 µm
  Chip area ........................ 16900 µm²
  DIE HEIGHT ........................ 130 µm
  Area of the core region ........................ 11900 µm²

[Min path]
  Worst hold path cell count ........................ 4
  Hold path endpoint ........................ Out[17]
  Launch instance of the worst min-delay path ........................ Select[0]
  Path type of the worst min-delay path ........................ in -> out

[Placement]
  PortBufs ........................ 291
  RePlAce Congestion ........................ 0.859
  Post-DP HPWL ........................ 12000 µm

[GRT]
  Leftover overflow at the end of global routing ........................ 0
  Initial antenna violation count ........................ 1
  First-pass GRT wire length ........................ 21100 µm
  Total GRT Usage ........................ 15.9%
  Maximum number of pins on one net before global-route repair ........................ 69
  Number of global-route vias before repair ........................ 3620

[Job]
  Max Cap Violations ........................ 0
  Number of OpenROAD warnings ........................ 32

[Routing]
  Initial DRT Pass Iterations ........................ 5
  Average vias per placed instance ........................ 4.97
  Number of violations reported at the end of detailed-routing iteration 0 ........................ 170
  Drt drc ........................ 0
  Final routed wire length divided by cell count ........................ 20.4 µm
  Total via count in the routed design ........................ 3541
  Antenna Nets Post-Route ........................ 0
  Routed WL ........................ 14500 µm

[Outcome]
  Outcome ........................ completed

----------------------------------------------------
tightest hold or removal path, cell delays in order:
cell and delay (ps):
sky130_fd_sc_hd__buf_2 260, sky130_fd_sc_hd__o211ai_1 150, sky130_fd_sc_hd__a31oi_1 80, sky130_fd_sc_hd__clkdlybuf4s50_1 400
how the worst max path moves through the flow:
| stage | endpoint | slack, ps | cells past startpoint |
|---|---|---|---|
| finish | Out[19] | 1260 | 6 |
| CTS | Out[19] | 1230 | 6 |
| global route | Out[19] | 1080 | 6 |
per-stage QoR:
step                      cells  area, µm²  setup WS [ps]
final                       713       5160           1260
after global routing        713       5160           1080
after CTS                   712       5160           1230
after detailed placement    712       5160           1230
after global placement      712       5160           1270
after floorplan             306       2240           2540
layout make-up:
type                       instances  area [µm²]  area share, %
antenna                            1        2.50         0.0485
inverter                           3        11.3          0.218
timing repair buffer             298        2950           57.2
tap                              147         184           3.56
multi-input combinational        264        2010           39.0
per-layer routing:
layer / wire [µm] / vias to the layer above / GRT usage (%)
met5: 0 / - / 0
met4: 114 / 0 / 0.992
met3: 1750 / 6 / 6.42
met2: 7270 / 193 / 28.4
met1: 5400 / 1620 / 18.2
li1: - / 1722 / -
cells in the mapped netlist:
| cell type | number | share of area, % |
|---|---|---|
| sky130_fd_sc_hd__nand4b_1 | 3 | 1.2 |
| sky130_fd_sc_hd__nor2_1 | 29 | 4.8 |
| sky130_fd_sc_hd__a22oi_1 | 53 | 18 |
| sky130_fd_sc_hd__mux4_2 | 3 | 3.0 |
| sky130_fd_sc_hd__inv_1 | 3 | 0.50 |
| sky130_fd_sc_hd__nor3b_1 | 1 | 0.33 |
| sky130_fd_sc_hd__a21oi_1 | 2 | 0.45 |
| sky130_fd_sc_hd__buf_4 | 3 | 1.0 |
| sky130_fd_sc_hd__a221oi_1 | 3 | 1.2 |
| sky130_fd_sc_hd__o211ai_1 | 25 | 8.4 |
| sky130_fd_sc_hd__nor2_2 | 1 | 0.28 |
| sky130_fd_sc_hd__nand2_1 | 11 | 1.8 |
| sky130_fd_sc_hd__a211o_1 | 1 | 0.39 |
| sky130_fd_sc_hd__and4b_1 | 2 | 0.89 |
| sky130_fd_sc_hd__o21ai_0 | 3 | 0.67 |
| sky130_fd_sc_hd__a31oi_1 | 27 | 7.5 |
| sky130_fd_sc_hd__mux2i_1 | 6 | 2.7 |
| sky130_fd_sc_hd__buf_2 | 26 | 5.8 |
| sky130_fd_sc_hd__or3_4 | 1 | 0.50 |
| sky130_fd_sc_hd__nand2b_1 | 32 | 8.9 |
| sky130_fd_sc_hd__a21bo_2 | 25 | 11 |
| sky130_fd_sc_hd__buf_6 | 3 | 1.5 |
| sky130_fd_sc_hd__buf_12 | 1 | 0.89 |
| sky130_fd_sc_hd__o32a_1 | 3 | 1.3 |
| sky130_fd_sc_hd__mux2_2 | 28 | 14 |
| sky130_fd_sc_hd__clkbuf_2 | 1 | 0.22 |
| sky130_fd_sc_hd__and3b_1 | 2 | 0.78 |
| sky130_fd_sc_hd__clkbuf_1 | 5 | 0.84 |
| sky130_fd_sc_hd__o2bb2ai_1 | 3 | 1.2 |
cells by family after synthesis:
logic type / synth area share [%]
AOI/OAI and AO/OA: 49.9
and+or+nand+nor: 19.6
buffers and inverters: 10.8
muxes: 19.7
where the power goes:
part | total (mW) | internal (mW) | switching (mW)
logic | 0.373 | 0.266 | 0.107
clock network | 0.0000000230 | 0.0000000230 | 0
registers | 0 | 0 | 0
total | 0.373 | 0.266 | 0.107
Power figures rest on the tool's default switching activity, not on a simulated workload.
