File: design/flow/config.mk
export PLATFORM = sky130hd
export DESIGN_NAME = mux_4to1_80bit
export DESIGN_NICKNAME = mux_4to1_80bit
export VERILOG_FILES = /design/flow/design.v
export SDC_FILE = /design/flow/constraint.sdc
export NUM_CORES = 4
export LEC_CHECK = 1
export CORE_AREA = 10 10 161 161
export DIE_AREA = 0 0 171 171
File: design/flow/constraint.sdc
current_design mux_4to1_80bit

set clk_period 1.0
set clk_io_pct 0.2

create_clock -name clk0 -period $clk_period

set non_clock_inputs [all_inputs -no_clocks]
set_input_delay [expr $clk_period * $clk_io_pct] -clock clk0 $non_clock_inputs
set_output_delay [expr $clk_period * $clk_io_pct] -clock clk0 [all_outputs]
File: design/flow/design.v
module  mux_4to1_80bit 
		(In0,
		In1,
		In2,
		In3,
		Select,
		Out
		);
input 	[79:0]	In0,
				In1,
				In2,
				In3;
input	[1:0]	Select;
output 	[79:0]	Out;
reg 	[79:0] 	Out;
always @ (In0 or In1 or In2 or In3 or Select)
	casez (Select)
		2'b00:  Out = In0;
		2'b01:  Out = In1;
		2'b10:  Out = In2;
		2'b11:  Out = In3;
		default:Out = 80'bx;
	endcase
endmodule  
File: design/flow/run.sh
#!/bin/bash
# OpenROAD 26Q1-2900-gdf79404cd8, Yosys 0.63+post, stock flow scripts
make -C /OpenROAD-flow-scripts/flow DESIGN_CONFIG=/design/flow/config.mk WORK_HOME=/design/flow/orfs finish
==> notes.org <==
#+TITLE: Physical design notes

** Synthesis
- Among the non-sequential cells, multiplexers take the most area.
- Synth Area in XOR/XNOR :: 0
- Average instance area after synthesis :: between 20 and 25 um2
- Post-synthesis cell area :: approximately 2000 um2
- The cell-mix breakdown from Yosys lists the simple-gate area share as 0.
- Of the total synthesized cell area, the portion taken by AND-OR and OR-AND cells is 0.
- Count of different cell masters after synthesis :: 5
- Of the total synthesized cell area, the portion taken by full adders, half adders and majority gates is 0.
- Of the synthesized area, sequential elements account for 0.
- Yosys stat area :: between 2000 and 2500 um2
- Synthesis produced around 98 cells.
- Portion of netlist area occupied by mux cells :: 0.893
- The synthesis report lists the Yosys warning total as 1.
- Cell count listed in synth_stat.txt :: approximately 98

** Placement
- Setup slack on the worst path after placement came out at -0.847 ns.
- The placement report lists the number of port buffers as 402.
- Detailed placement reports a standard cell area of around 6400 um2.
- For this run the detailed placement stage logged an HPWL of approximately 15,000 um.
- The detailed placer reported the number of placed instances as 790.
- Placer Congestion :: roughly 0.92

** Drt
- Per the detail_route log, the uppermost layer with routed signals is met5.
- 0 antenna diodes ended up in the layout.
- In the routed layout, each cell is associated on average with a via count of roughly 3.9.
- Tally of nets with antenna violations remaining after routing :: 0
- Detailed routing inserted a total of about 3.2k vias.
- Number of iterations in the first detailed-routing pass :: 4
- The routed design uses around 8700 um of met2 wire.
- Once iteration 0 of detailed routing completed, the report listed about 53 DRC markers.
- Post-route DRC violation count :: 0
- Wl on met1 :: around 5700 um
- The routed design shows a wire length per standard cell of approximately 20 um.
- In the post-route report, total wirelength is listed as 16,900 um.
- Wire length on met3 :: 2360 um

** Setup path
- For reference, the most critical setup path is categorized as in2out.
- The critical path runs through a total of 7 cells.
- Largest driver fanout on the critical path :: 7
- Along the critical path, the tally of buffer and inverter instances is 6.
- Slowest Stage Delay on Critical Path :: 0.41 ns
- CP top delay family :: buffers and inverters
- The data arrival time reported for the critical path is ~1.4 ns.
- Critical path's most frequent cell :: buf_12
- Listed in order, past its start point the critical path passes buf_12 -> buf_12 -> buf_4 -> buf_12 -> buf_12 -> mux4_2 -> buf_2.
- STA classifies the critical path startpoint as an input pin.
- The worst setup path is captured at an output port.
- The slowest stage of the critical path is the mux4_2 cell.
- Required @ worst endpoint :: about 0.8 ns

** Timing
- The final timing report derives a shortest allowable period of roughly 1.6 ns.
- For reference, the final report shows the max-slew violation count at 0.
- Endpoints failing hold :: 0
- Setup repair after global routing could not meet its margin everywhere.
- The final report lists the setup-violating endpoint count as about 80.
- Slew @ Worst Pin :: between 0.2 and 0.25 ns
- In the finished design, the share of the clock period the worst path needs comes to 1.58.
- Final worst-path setup slack :: -0.577 ns
- Worst relative slew slack :: 0.840
- In this build the clock could be raised as far as roughly 630 MHz.

** Floorplan
- 402 I/O pins were placed.
- CORE AREA :: about 23,000 um2
- The horizontal die dimension reported for this design is around 170 um.
- Total number of placement rows :: between 50 and 60
- Die span in y :: 171 um
- The share of the core area taken by cells at floorplan is 0.0894.
- Die Outline Area :: 29,200 um2

** Cells and area
- The clock buffers instantiated in the layout total 0.
- Layout Cells excl Fill :: between 800 and 900
- The final layout contains a sequential cell count of 0.
- Design area :: between 6000 and 7000 um2
- Layout overhead on the synthesized area :: 225%
- The sequential cells in the finished layout cover a total of 0 um2.
- Per the final layout report, the fraction of cells sized above drive strength 1 comes to 0.412.

** Outcome
- Violations in the final reports :: setup timing
- Run status :: finished, violations left

** Global route
- The first global-routing pass estimated approximately 24,000 um of wire.
- Vias in the first global route :: 3,933
- Pin count of the biggest net entering global routing :: 40
- Total global-route track usage over all layers is 0.109.
- The initial antenna violation count is 1.
- For this run the aggregate overflow at the end of global routing stands at 0.

** Job
- Number of warnings the tools reported :: 35
- Max-cap viol count :: 0

** Power
- Across the VDD grid, the largest voltage drop is 174 uV.
- The leakage component of the power was reported as around 2.8 nW.
- Power spread over the standard cell area amounts to just under 400 nW/um2.
- Total chip power :: about 2.6 mW

** Clock tree
- Hold repair after CTS inserted 0 buffers.

** Worst hold path
- According to the hold report, the worst path is of the in2out type.
- Hold path depth :: 3
[Yosys cell counts]
cell type | number | area (um2)
buf_2 | 8 | 40.0
buf_1 | 1 | 3.75
buf_12 | 8 | 160
buf_6 | 1 | 11.3
mux4_2 | 80 | 1800
[cell type report]
cell class                      count  area, um2
Multi-Input combinational cell     80       1800
Fill cell                        2314      16000
Timing Repair Buffer              464       4390
Tap cell                          285        357
[report_power, final]
group | internal (mW) | leakage, nW | total (mW) | switching (mW)
logic | 1.97 | 2.78 | 2.59 | 0.619
registers | 0 | 0 | 0 | 0
clock network | 0 | 0 | 0 | 0
total | 1.97 | 2.78 | 2.59 | 0.619
[what timing repair did]
action                     in CTS  in global routing
gates cloned                    2                  0
setup endpoints to repair      80                 80
gates resized                 402                 29
buffers inserted               42                  8
[final timing paths]
path,from,to,slack [ns]
worst max-delay path,Select[0],Out[44],-0.58
worst min-delay path,In3[0],Out[0],0.79
[logic make-up after synthesis]
family   Yosys count
buf+inv           18
mux               80
[placed cells by master, fill, tap and decap left out]
cell type,count
buf_12,10
buf_2,75
buf_4,9
buf_6,38
buf_8,12
clkdlybuf4s50_1,221
dlygate4sd2_1,82
dlymetal6s2s_1,17
mux4_2,80
[through the flow]
stage / hold WS (ns) / utilization / setup TNS, ns
floorplan: 0.579 / - / -10.94
detailed placement: 1.41 / 0.285 / -63.04
global placement: 1.40 / 0.285 / -62.94
CTS: 0.890 / 0.290 / -37.74
global route: 0.815 / 0.290 / -39.14
finish: 0.791 / 0.290 / -35.78
[per-layer routing]
layer  up-vias  track usage
li1       1410            -
met1      1539        0.118
met2       246        0.191
met3        14       0.0588
met4         2       0.0121
met5         -            0
Power is estimated from default activity; no workload was simulated.
