<file path="flow/design.v">
module  mux_2to1_80bit 
		(In0,
		In1,
		Select,
		Out
		);
input 	[79:0]	In0,
				In1;
input			Select;
output 	[79:0]	Out;
reg 	[79:0] 	Out;
always @ (In0 or In1 or Select)
	case (Select)
		0:Out = In0;
		1:Out = In1;
		default:Out = 80'bx;
	endcase
endmodule  
</file>
<file path="flow/run.sh">
#!/bin/bash
# OpenROAD 26Q1-2900-gdf79404cd8, Yosys 0.63+post, stock flow scripts
make -C /OpenROAD-flow-scripts/flow DESIGN_CONFIG=/design/flow/config.mk WORK_HOME=/design/flow/orfs finish
</file>
<file path="flow/config.mk">
export PLATFORM = sky130hd
export DESIGN_NAME = mux_2to1_80bit
export DESIGN_NICKNAME = mux_2to1_80bit
export VERILOG_FILES = /design/flow/design.v
export SDC_FILE = /design/flow/constraint.sdc
export NUM_CORES = 4
export LEC_CHECK = 1
export CORE_AREA = 10 10 101 101
export DIE_AREA = 0 0 111 111
</file>
<file path="flow/constraint.sdc">
current_design mux_2to1_80bit

set clk_period 1.0
set clk_io_pct 0.2

create_clock -name clk0 -period $clk_period

set non_clock_inputs [all_inputs -no_clocks]
set_input_delay [expr $clk_period * $clk_io_pct] -clock clk0 $non_clock_inputs
set_output_delay [expr $clk_period * $clk_io_pct] -clock clk0 [all_outputs]
</file>
==> run notes <==
Notes on the flow outputs.

- The period utilization reads 121%.
- The mean number of vias per cell is 3.87.
- Warnings reported by Yosys during synthesis add up to 1.
- The most numerous cell type found on the critical path is buf_16.
- The design area is 3840 sq um.
- The number of maximum-capacitance violations reads 0.
- The xor and xnor area share after synthesis reads 0%.
- The arithmetic-cell share of the synthesized area counting full adders, half adders and majority gates reads 0%.
- The most numerous logic cell after layout reads dlygate4sd2_1.
- The sequential share of the synthesized area reads 0%.
- The number of failing hold endpoints at the final stage reads 0.
- The post-detailed-route count of antenna-violating nets reads 0.
- In this run the horizontal extent of the chip is 111 um.
- The cell type of the slowest stage on the worst timing path is mux2_4.
- The share of synthesized area spent on multiplexers is 87.5%.
- The checks that failed: setup timing.
- The half-perimeter wire length after detailed placement is 7170 um.
- The worst slew margin relative to its limit reads 92.7%.
- Timing would allow up to 828 MHz.
- The post-synthesis cell count reads 89.
- In this run the core area contains 33 standard-cell rows.
- The post-place instance area is 3820 sq um.
- The number of optimization iterations in the first detailed-route pass is 2.
- The sort of element at the start of the critical path is a primary input.
- The detailed router's first-iteration violation count is 42.
- The clock period minus final worst setup slack reads 1.21 ns.
- The residual overflow from global routing reads 0.
- The total of buffers placed on input and output ports reads 241.
- In this run the vertical extent of the chip is 111 um.
- The average instance in the mapped netlist occupies 15.4 sq um.
- The yosys-reported design area after synthesis is 1370 sq um.
- The number of diodes added for antenna fixing is 0.
- The critical path buffer and inverter count is 4.
- The number of top-level design ports is 241.
- The slew at the pin with the worst max-slew slack reads 0.110 ns.
- In this run the tools logged warnings totalling 34.
- The run finished, with violations left.
- The share of Yosys cell area claimed by the top area cell type is 87.5%.
- In the layout the commonest cells are dlygate4sd2_1, mux2_4, buf_6.
- The cell type with the largest total area reads mux2_4.
- The DRC violation count after routing reads 0.
- STA puts the critical path data arrival time at 1.01 ns.
- The congestion estimate from routability-driven global placement came to 0.843.
- The simple-gate share of the synthesized area is 0%.
- The family with the most delay on the worst path reads buffers and inverters.
- In the post-synthesis netlist, the biggest area contributors are mux2_4, buf_12, buf_6.
- The worst-case vdd ir drop reads 152 uV.
- The distinct cell type count of the synthesized netlist reads 3.
- According to the cell report, flip-flops and latches in the layout number 0.
- The pre-CTS worst setup slack reads -0.574 ns.
- Per the OpenROAD floorplan log, the area of the core is 8130 sq um.
- After synthesis, the design contains 89 cells according to Yosys.
- In this run the layout overhead on the synthesized area is reported as 180%.
- The power density over the cells is 402 nW/um^2.
- The post-route setup TNS reads -8.90 ns.
- The max-slew violation total from the final report is 0.
- Per the synthesis report, the AND-OR/OR-AND share of the synthesized area is 0%.
- Per the finish-stage timing summary, setup violations number 80.
- The worst hold-check path type is in2out.
- Setup repair after global routing could not meet its margin everywhere.
- The type of element capturing the critical path is an output port.
- The first-pass GRT wire length reads 12300 um.
- The final setup slack of the worst path is -0.207 ns.
- The wire length per cell after detailed routing is 18.7 um.
- The critical path's largest stage delay reads 0.29 ns.
- The critical path data required time reads 0.80 ns.
- The critical path start-end classification is in2out.
- The cell area after synthesis is 1370 sq um.
- The area of all sequential standard cells reads 0 sq um.
- The largest family of logic cells by area is multiplexers.
- The number of clock buffers in the layout reads 0.
- The die footprint reads 12300 sq um.
- The total track usage is 12.5%.
- The cell sequence reported for the critical path is buf_16 -> buf_16 -> buf_12 -> mux2_4 -> buf_2.
- After detailed routing, the total wire length is 8230 um.
- The initial antenna violation count reads 0.
- Summing over every cut layer, the via total after detailed routing is 1708.
- The number of global-route vias before repair was 1907.
- The largest fanout on the critical path reads 6.
- The layout cell share with drive strength beyond 1 is 52.4%.
- The pin count of the biggest net entering global routing reads 14.
- The script extracted a total leakage power of 2.08 nW.
- Before placement the cells fill 16.9% of the core.
Yosys cell counts:
cell / n
buf_6: 1
mux2_4: 80
buf_12: 8
kinds of logic (layout without fill, tap and decap cells):
group                  Yosys count  in the layout
multiplexers                    80             80
buffers and inverters            9            256
layer usage:
metal | routed length, um | track usage [%]
met1 | 3100 | 13.8
met4 | 0 | 0
met3 | 784 | 4.38
met2 | 4350 | 23.7
met5 | 0 | 0
where the power goes:
part           internal, mW  switching, mW  total, mW
sequential                0              0          0
clock                     0              0          0
combinational          1.19          0.351       1.54
total                  1.19          0.351       1.54
repair_timing:
action                                  4_1_cts  5_1_grt
buffers inserted                              3        0
cloned                                        5        0
pin swaps                                     0        0
gates resized                               450       14
endpoints found under the setup margin       80       80
hold endpoints to repair                      0        0
hold buffers                                  0        0
final timing paths:
path              cells past startpoint      end  slack (ns)  startpoint
hold / removal                        3  Out[50]        0.70     In1[50]
setup / recovery                      5  Out[15]       -0.21      Select
final cells by class:
class	count	area, sq um
fillers	792	4290
well taps	105	131
multi-input cells	80	1200
repair buffers	256	2510
per-stage QoR:
step | power [mW] | hold WS (ns) | utilization [%] | cells
after detailed placement | 1.66 | 1.31 | 47.0 | 433
after global placement | 1.66 | 1.31 | 47.0 | 433
after CTS | 1.53 | 0.799 | 46.3 | 441
after global routing | 1.66 | 0.713 | 47.2 | 441
final | 1.54 | 0.701 | 47.2 | 441
after floorplan | 0.527 | 0.502 | - | 89
No activity file was given, so power comes from the tool's default toggle rates.
